===== flow/design.v =====
module register_WE #(parameter W = 8) (A,B,clk,rst,enb);
		input [W-1:0] A;
		input clk,rst,enb;
		output reg [W-1:0] B;
		always@(posedge clk)
		begin
		if(rst == 1) begin
			B = 0;
		end
		else begin
			if(enb == 1) begin
				B = A;
			end
		end		
		end
endmodule
module my_16decoder (select,o1);
	input[3:0] select;
	output reg [15:0] o1;
	initial begin 
	o1 = 4'b0000;
	end
	always@* 
	begin
		if ( select == 4'b0000  )
			o1 = 16'h1;
		else if ( select == 4'b0001 )
			o1 = 16'h2;
		else if ( select == 4'b0010  )
			o1 = 16'h4;
		else if ( select == 4'b0011  )
			o1 = 16'h8;
		else if ( select == 4'b0100 )
			o1 = 16'h10;
		else if ( select == 4'b0101  )
			o1 = 16'h20;
		else if ( select == 4'b0110  )
			o1 = 16'h40;
		else if ( select == 4'b0111 )
			o1 = 16'h80;
		else if ( select == 4'b1000  )
			o1 = 16'h100;
		else if ( select == 4'b1001 )
			o1 = 16'h200;
		else if ( select == 4'b1010  )
			o1 = 16'h400;
		else if ( select == 4'b1011  )
			o1 = 16'h800;
		else if ( select == 4'b1100 )
			o1 = 16'h1000;
		else if ( select == 4'b1101  )
			o1 = 16'h2000;
		else if ( select == 4'b1110  )
			o1 = 16'h4000;
		else if ( select == 4'b1111 )
			o1 = 16'h8000;
	end
endmodule
module my_16mux #(parameter W=4) (i0,i1,i2,i3,i4,i5,i6,i7,i8,i9,i10,i11,i12,i13,i14,i15,select,o1);
	input [W-1:0] i0,i1,i2,i3,i4,i5,i6,i7,i8,i9,i10,i11,i12,i13,i14,i15;
	input [3:0] select;
	output reg [W-1:0] o1;
	always@* 
	begin
		if ( select == 4'b0000  )
			o1 = i0;
		else if ( select == 4'b0001 )
			o1 = i1;
		else if ( select == 4'b0010  )
			o1 = i2;
		else if ( select == 4'b0011  )
			o1 = i3;
		else if ( select == 4'b0100 )
			o1 = i4;
		else if ( select == 4'b0101  )
			o1 = i5;
		else if ( select == 4'b0110  )
			o1 = i6;
		else if ( select == 4'b0111 )
			o1 = i7;
		else if ( select == 4'b1000  )
			o1 = i8;
		else if ( select == 4'b1001 )
			o1 = i9;
		else if ( select == 4'b1010  )
			o1 = i10;
		else if ( select == 4'b1011  )
			o1 = i11;
		else if ( select == 4'b1100 )
			o1 = i12;
		else if ( select == 4'b1101  )
			o1 = i13;
		else if ( select == 4'b1110  )
			o1 = i14;
		else if ( select == 4'b1111 )
			o1 = i15;
	end
endmodule
module register_file #(parameter W=8) (din1,Rn,Rm,Rd,wrt,rst,clk,dout1,dout2);
	input [W-1:0] din1;
	input [3:0] Rn,Rm,Rd;
	input rst,wrt,clk;
	output [W-1:0] dout1,dout2;
	wire [15:0] enb;
	wire [W-1:0] w1,w2,w3,w4,w5,w6,w7,w8,w9,w10,w11,w12,w13,w14,w15,w16;
	register_WE #(W) reg1 (din1,w1,clk,rst,enb[15]&wrt);
	register_WE #(W) reg2 (din1,w2,clk,rst,enb[14]&wrt);
	register_WE #(W) reg3 (din1,w3,clk,rst,enb[13]&wrt);
	register_WE #(W) reg4 (din1,w4,clk,rst,enb[12]&wrt);
	register_WE #(W) reg5 (din1,w5,clk,rst,enb[11]&wrt);
	register_WE #(W) reg6 (din1,w6,clk,rst,enb[10]&wrt);
	register_WE #(W) reg7 (din1,w7,clk,rst,enb[9]&wrt);
	register_WE #(W) reg8 (din1,w8,clk,rst,enb[8]&wrt);
	register_WE #(W) reg9 (din1,w9,clk,rst,enb[7]&wrt);
	register_WE #(W) reg10 (din1,w10,clk,rst,enb[6]&wrt);
	register_WE #(W) reg11 (din1,w11,clk,rst,enb[5]&wrt);
	register_WE #(W) reg12 (din1,w12,clk,rst,enb[4]&wrt);
	register_WE #(W) reg13 (din1,w13,clk,rst,enb[3]&wrt);
	register_WE #(W) reg14 (din1,w14,clk,rst,enb[2]&wrt);
	register_WE #(W) reg15 (din1,w15,clk,rst,enb[1]&wrt);
	register_WE #(W) reg16 (din1,w16,clk,rst,enb[0]&wrt);
	my_16mux #(W) mux1 (w16,w15,w14,w13,w12,w11,w10,w9,w8,w7,w6,w5,w4,w3,w2,w1,Rn,dout1);
	my_16mux #(W) mux2 (w16,w15,w14,w13,w12,w11,w10,w9,w8,w7,w6,w5,w4,w3,w2,w1,Rm,dout2);
	my_16decoder dec1 (Rd,enb);
endmodule

===== flow/config.mk =====
export PLATFORM = sky130hd
export DESIGN_NAME = register_file
export DESIGN_NICKNAME = register_file
export VERILOG_FILES = /design/flow/design.v
export SDC_FILE = /design/flow/constraint.sdc
export NUM_CORES = 4
export LEC_CHECK = 1
export CORE_UTILIZATION = 50

===== flow/constraint.sdc =====
current_design register_file

set clk_period 7.1
set clk_io_pct 0.2

create_clock -name clk0 -period $clk_period [get_ports {clk}]

set non_clock_inputs [all_inputs -no_clocks]
set_input_delay [expr $clk_period * $clk_io_pct] -clock clk0 $non_clock_inputs
set_output_delay [expr $clk_period * $clk_io_pct] -clock clk0 [all_outputs]

===== flow/run.sh =====
#!/bin/bash
# OpenROAD 26Q1-2900-gdf79404cd8, Yosys 0.63+post, stock flow scripts
make -C /OpenROAD-flow-scripts/flow DESIGN_CONFIG=/design/flow/config.mk WORK_HOME=/design/flow/orfs finish

==> run summary <==
Implementation results.

The run finished with clean final reports. Measured along the y axis, the die boundary spans 133 um. The total negative setup slack is 0 ps. The type of the setup path with the least slack is input pin to primary output. The post-cts hold-fix buffer tally is 0.

The layout summary lists the proportion of cells stronger than drive strength 1 as 8.14%. The buffer and inverter count on the worst path is 4. The finished layout holds between 1000 and 1500 standard cells, fillers aside. Among all stages on the critical path, the maximum delay recorded is 660 ps. The top cell family by delay on the critical path is buffers and inverters.

The initial core utilization is slightly above 50%. In this run the tightest slew margin relative to its limit is 40.5%. Once detail routing completed, the nets flagged for antenna violations numbered 0.

The main flop type after synthesis is sky130_fd_sc_hd__dfxtp_1. The count of instantiated cells in the yosys netlist is between 1000 and 1500. After detailed routing, the number of vias per cell comes to 6.56.

The cell repeated most along the worst path is sky130_fd_sc_hd__clkdlybuf4s50_1. The share of the clock period used by the worst path after layout is 91.4%. The DRC violation count after routing is 0.

The most critical min-delay path falls under flop to flop. The final setup violation count is 0. The via count of the first global-routing pass came to 8026. The placeable core region is between 15000 and 20000 um2. The routed design shows a wire length per standard cell of approximately 24 um. STA classifies the critical path startpoint as an input pin.

The mean post-synth cell area is roughly 7.6 um2. The worst path needs 6490 ps of the cycle, external delays included. The clock transition at the registers of the reported paths is about 60 ps. After global routing the overflow that remains totals 0.

The final route contains 8946 vias. Clock tree synthesis selected as its root buffer the cell sky130_fd_sc_hd__clkbuf_16. The count of endpoints without a timing constraint is 32. In this run the static leakage power is 3.19 nW.

The synthesized netlist cell count is 1131. In this run, placement finished with an instance count of ~1300. The source of the worst register-to-register timing path is reg1.B[1]. Hold-check failures listed in the final report amount to 0.

IR analysis of the VDD net gives a maximum drop of 0.000194 V. CTS built an H-tree with a depth of 4. The CTS tree is built. The post-synthesis instance area is 8590 um2. The count of input and output buffers is 38. The number of cells upsized or downsized after cts is 0. The largest net degree at the start of global routing is 72. Setup repair after global routing left no endpoint under its margin. The post-detailed-routing wire length is ~33 mm. The post-detailed-placement half-perimeter wirelength is 22.7 mm. The flow measured a signed area growth from synthesis to layout of 10.4%. For the worst min-delay path, the startpoint reported by OpenROAD is reg4.B[0]. In this run, synthesis inferred 0 flip-flops with an integrated enable.

Counting distinct cell types in the post-synthesis netlist gives around 70. The number of cell rows is 47. The Yosys step of the flow raised 3 warnings. The overall routing resource usage is 39.3%.

Per the CTS log, the buffer count on the longest clock path is 2. The number of CTS-inserted buffers is 17. The last weighted congestion value of the routability-driven placer is between 1 and 1.5.

The first global-routing pass estimated 49.6 mm of wire. The skew report gives the latency at the later pin of the worst-skew pair as around 430 ps. In this build the clock could be raised as far as ~150 MHz. The number of flip-flops in the largest register is 16. During I/O placement, the number of pins put on the boundary was 39. The total power per unit cell area is 199 nW/um2. The signal on the critical path passes through clkdlybuf4s50_1 -> buf_4 -> clkinv_1 -> a21boi_0 -> o22ai_1 -> a31oi_1 -> a2bb2oi_1 -> dlxtn_1 -> clkdlybuf4s50_1.

The cell with the largest stage delay on the worst path is sky130_fd_sc_hd__a21boi_0. The number of maximum-capacitance constraint violations is 0. The pin closest to its max-slew limit shows a slew of 890 ps. The initial detailed-routing violation count is 1325. The timer found 32 register pins that no clock reaches; their paths are not timed. The number of antenna violations at the first check in global routing is 1. The required arrival time at the worst endpoint is between 5000 and 6000 ps. The first detailed-routing pass took 9 iterations. The worst-case clock skew is 0 ps.

The synthesis stat section lists a flop and latch total of 160. The chip occupies 17700 um2. The logs give a warning total of 26.

For this run, the chip area from Yosys synthesis comes to 8590 um2. The kind of end point of the critical path is a primary output. The launching element of the worst setup path is Rm[2]. Once the clock tree was built, the setup fixing pass inserted 0 buffers.

STA puts the critical path data arrival time at 5070 ps. Hold is met by 467 ps. Along the worst path, the maximum fanout reaches 30. The die extent in x is 133 um. The synthesis report gives the async set-or-reset register share as 0%.

The count of final max-slew check failures is 0.
[tightest hold or removal path, delay by kind of cell (launching register included)]
family / cells / cell delay (ps)
simple gates: 1 / 50
flops: 1 / 310
compound gates: 1 / 50
[final timing paths]
path                                  end  slack (ps)  cells past startpoint
worst min register to register  reg4.B[0]         470                      2
worst min-delay path            reg4.B[0]         470                      2
worst max-delay path             dout2[1]         610                      9
worst max register to register  reg1.B[1]        6290                      2
[kinds of logic after synthesis]
logic type             Yosys count  synth area share, %
AOI/OAI and AO/OA              354                 25.7
and+or+nand+nor                441                 23.6
DFF                            128                 29.8
latches                         32                 5.60
other                            1               0.0437
buffers and inverters          122                 7.30
muxes                           53                 7.93
[cell type report]
type,instances,area [um2]
clock inverters,15,150
inverters,13,48.8
well taps,220,275
flip-flops and latches,160,3040
fillers,1621,7230
repair buffers,57,498
multi-input cells,880,5030
clock buffers,17,425
diodes,1,2.50
[cell usage after synthesis (5+ instances only)]
cell type | count | area (um2)
sky130_fd_sc_hd__o21ai_0 | 36 | 180
sky130_fd_sc_hd__o32ai_1 | 6 | 52.6
sky130_fd_sc_hd__nor2b_1 | 17 | 106
sky130_fd_sc_hd__o221ai_1 | 8 | 70.1
sky130_fd_sc_hd__inv_1 | 10 | 37.5
sky130_fd_sc_hd__a32o_1 | 5 | 50.1
sky130_fd_sc_hd__mux2_2 | 17 | 191
sky130_fd_sc_hd__a221oi_1 | 8 | 70.1
sky130_fd_sc_hd__nand2_1 | 188 | 706
sky130_fd_sc_hd__dfxtp_1 | 128 | 2560
sky130_fd_sc_hd__mux4_2 | 10 | 225
sky130_fd_sc_hd__a31oi_1 | 8 | 50.1
sky130_fd_sc_hd__buf_2 | 19 | 95.1
sky130_fd_sc_hd__nand2b_1 | 23 | 144
sky130_fd_sc_hd__nand3_1 | 134 | 671
sky130_fd_sc_hd__o22ai_1 | 19 | 119
sky130_fd_sc_hd__clkbuf_1 | 71 | 267
sky130_fd_sc_hd__o211ai_1 | 5 | 37.5
sky130_fd_sc_hd__nor2_1 | 47 | 176
sky130_fd_sc_hd__mux2i_1 | 23 | 230
sky130_fd_sc_hd__a21o_1 | 8 | 60.1
sky130_fd_sc_hd__clkbuf_8 | 8 | 110
sky130_fd_sc_hd__a211oi_1 | 8 | 60.1
sky130_fd_sc_hd__a22oi_1 | 10 | 75.1
sky130_fd_sc_hd__a222oi_1 | 6 | 60.1
sky130_fd_sc_hd__dlxtn_1 | 32 | 480
sky130_fd_sc_hd__nor3_1 | 10 | 50.1
sky130_fd_sc_hd__a21oi_1 | 175 | 876
sky130_fd_sc_hd__a32oi_1 | 5 | 43.8
[routing by layer]
| metal | routed length (um) | part of all wire, % | global-route usage [%] | up-vias |
|---|---|---|---|---|
| met5 | 0 | 0 | 0 | - |
| met4 | 1890 | 5.7 | 16.7 | 0 |
| met3 | 3840 | 12 | 11.3 | 110 |
| met2 | 14200 | 43 | 55.9 | 545 |
| met1 | 13400 | 40 | 57.1 | 4218 |
| li1 | - | - | - | 4073 |
[layout by cell type (no fill, tap or decap), types with 21 or more instances in the layout]
cell,instances
sky130_fd_sc_hd__a21oi_1,175
sky130_fd_sc_hd__buf_4,21
sky130_fd_sc_hd__clkdlybuf4s50_1,32
sky130_fd_sc_hd__conb_1,32
sky130_fd_sc_hd__dfxtp_1,128
sky130_fd_sc_hd__dlxtn_1,32
sky130_fd_sc_hd__mux2i_1,23
sky130_fd_sc_hd__nand2_1,188
sky130_fd_sc_hd__nand2b_1,23
sky130_fd_sc_hd__nand3_1,134
sky130_fd_sc_hd__nor2_1,47
sky130_fd_sc_hd__o21ai_0,36
[through the flow]
| stage | power [mW] | utilization [%] | setup slack, ps | instance area (um2) |
|---|---|---|---|---|
| finish | 1.89 | 56.7 | 608 | 9480 |
| global route | 1.94 | 56.7 | 515 | 9470 |
| CTS | 1.88 | 56.7 | 757 | 9470 |
| detailed placement | 1.03 | 53.3 | 765 | 8900 |
| global placement | 1.03 | 53.3 | 760 | 8900 |
| floorplan | 0.941 | - | 2810 | 8700 |
[report_power, final]
part	internal (mW)	switching, mW	leakage, nW	total [mW]
combinational	0.0836	0.179	1.64	0.262
clock	0.492	0.373	0.275	0.865
sequential	0.742	0.0198	1.28	0.762
Power figures rest on the tool's default switching activity, not on a simulated workload.
