==> design.v <==
module controller(clk,rst,LOAD,COMP,CLR,OP,Q,Q1,Q_RL,ACC_RL,MUX1_SELECT,
	MUX2_SELECT,MUX3_SELECT,MUX4_SELECT,ALU_CONTROL,ACC_PS,Q_PS,
	RST,ACC_RST,Q_RST,R0_WE,R1_WE,ACC_WE,Q_WE,Q1_WE,Q1_RST
);
	input clk,rst,LOAD,COMP,CLR,Q,Q1;
	input[2:0] OP;
	output reg RST;
	output reg Q_RL,Q_WE,Q_PS,Q_RST;
	output reg ACC_RL,ACC_WE,ACC_PS,ACC_RST;
	output reg R0_WE,R1_WE;
	output reg Q1_WE,Q1_RST;
	output reg MUX2_SELECT;
	output reg [1:0] MUX1_SELECT,MUX3_SELECT,MUX4_SELECT;
	output reg[2:0] ALU_CONTROL;
	reg[1:0] SC;
	reg[1:0] state;
	always@(posedge clk)
	begin
		if(rst) begin
			state <= 2'b00;  
		end
		else begin
			if(state == 2'b00) begin
				if(CLR) state <= 2'b00;  
				else begin
					if(LOAD) state <= 2'b00;  
					else begin
						if(COMP == 0) state <= 2'b00;  
						else begin
							if(OP == 3'b010) begin
								state <= 2'b01;  
								SC <= 2'b11;  
							end
							else begin
								state <= 2'b00;  
							end
						end
					end
				end
			end
			else if(state == 2'b01) begin
				state <= 2'b10;  
			end
			else if(state == 2'b10) begin
				if(SC == 2'b00) state <= 2'b11;  
				else begin
					state <= 2'b01;  
				end
				SC <= SC - 1;  
			end
			else if(state == 2'b11) begin
				state <= 2'b00;  
			end
		end
	end
	always@(state,CLR,LOAD,COMP,OP)
	begin
	if(state == 2'b00) begin
		if(CLR == 1) RST = 1;  
		else begin
			RST = 0;
			if(LOAD == 1) begin  
				MUX1_SELECT = 2'b01;
				MUX4_SELECT = 2'b00;
				R0_WE = 1;
				R1_WE = 1;
			end
			else begin
				if(COMP == 1) begin  
					if(OP == 3'b000) begin
						MUX1_SELECT = 2'b00;
						MUX2_SELECT = 0;
						MUX3_SELECT = 2'b00;
						MUX4_SELECT = 2'b11;
						ALU_CONTROL = 3'b000;
					end
					else if(OP == 3'b001) begin
						MUX1_SELECT = 2'b00;
						MUX2_SELECT = 0;
						MUX3_SELECT = 2'b00;
						MUX4_SELECT = 2'b11;
						ALU_CONTROL = 3'b001;
					end
					else if(OP == 3'b100) begin
						MUX1_SELECT = 2'b00;
						MUX2_SELECT = 0;
						MUX3_SELECT = 2'b00;
						MUX4_SELECT = 2'b11;
						ALU_CONTROL = 3'b100;
					end
					else if(OP == 3'b101) begin
						MUX1_SELECT = 2'b00;
						MUX2_SELECT = 0;
						MUX3_SELECT = 2'b00;
						MUX4_SELECT = 2'b11;
						ALU_CONTROL = 3'b101;
					end
					else if(OP == 3'b110) begin
						MUX1_SELECT = 2'b00;
						MUX2_SELECT = 0;
						MUX3_SELECT = 2'b00;
						MUX4_SELECT = 2'b11;
						ALU_CONTROL = 3'b110;
					end
					else if(OP == 3'b111) begin
						MUX1_SELECT = 2'b00;
						MUX2_SELECT = 0;
						MUX3_SELECT = 2'b00;
						MUX4_SELECT = 2'b11;
						ALU_CONTROL = 3'b011;
					end
					else if(OP == 3'b010) begin
						MUX2_SELECT = 1;
						MUX3_SELECT = 2'b00;
						ALU_CONTROL = 3'b000;
						Q1_RST = 1;
						ACC_RST = 1;
						Q_WE = 1;
						Q_PS = 1;
						R0_WE = 0;
						R1_WE = 0;
					end
				end				
			end		
		end
	end	
	else if(state == 2'b01) begin
		Q1_RST = 0;
		ACC_RST = 0;
		if({Q,Q1} == 2'b00 || {Q,Q1} == 2'b11) begin
			ACC_WE = 0;
			Q_WE = 0;
		end
		else if({Q,Q1} == 2'b10) begin
			MUX2_SELECT = 0;
			MUX3_SELECT = 2'b10;
			ALU_CONTROL = 3'b010;
			ACC_PS = 1;
			ACC_WE = 1;
			Q_WE = 0;
		end
		else if({Q,Q1} == 2'b01) begin
			MUX2_SELECT = 0;
			MUX3_SELECT = 2'b10;
			ALU_CONTROL = 3'b000;
			ACC_PS = 1;
			ACC_WE = 1;
			Q_WE = 0;
		end
	end
	else if(state == 2'b10) begin
		ACC_WE = 1;
		ACC_PS = 0;
		ACC_RL = 1;
		Q_WE = 1;
		Q_PS = 0;
		Q_RL = 1;
		Q1_WE=1;
	end
	else if(state == 2'b11) begin
		R0_WE = 1;
		R1_WE = 1;
		MUX1_SELECT = 2'b10;
		MUX4_SELECT = 2'b01;
	end
	end
endmodule
==> run.sh <==
#!/bin/bash
# OpenROAD 26Q1-2900-gdf79404cd8, Yosys 0.63+post, stock flow scripts
make -C /OpenROAD-flow-scripts/flow DESIGN_CONFIG=/design/flow/config.mk WORK_HOME=/design/flow/orfs finish
==> config.mk <==
export PLATFORM = sky130hd
export DESIGN_NAME = controller
export DESIGN_NICKNAME = controller
export VERILOG_FILES = /design/flow/design.v
export SDC_FILE = /design/flow/constraint.sdc
export NUM_CORES = 4
export LEC_CHECK = 1
export CORE_AREA = 10 10 81 81
export DIE_AREA = 0 0 91 91
==> constraint.sdc <==
current_design controller

set clk_period 2.6
set clk_io_pct 0.2

create_clock -name clk0 -period $clk_period [get_ports {clk}]

set non_clock_inputs [all_inputs -no_clocks]
set_input_delay [expr $clk_period * $clk_io_pct] -clock clk0 $non_clock_inputs
set_output_delay [expr $clk_period * $clk_io_pct] -clock clk0 [all_outputs]
==> notes.md <==
run results: 1st-pass router iterations=4, CTS max path bufs=2, CP required=approximately 2500 ps, count of unclocked register or latch pins=16, worst reg-to-reg setup slack=1180 ps, area leader, netlist=dlxtn_1, endpoints left unconstrained=34, Pleak=between 0.4 and 0.5 nW, Initial Utilization=between 15 and 20%, Latency at later pin=around 220 ps, Crit. Startpoint=COMP, Reg-to-Reg Start=state[0], Max-cap violations=0, Fin Setup TNS=0 ps, CP endpoint kind=flop, # rows=25, Syn-to-layout area delta=46.24%, vias in the first global route=approximately 650, antenna-violating nets left=0, share of cells above drive strength 1=roughly 8.6%, YS chip area=a little under 800 um^2, hold-fix buffers at CTS=0, Syn Area/Cell=between 8 and 9 um^2, post-synthesis register bit count=22, Root Buffer Master=clkbuf_8, DRT Wirelength=between 1500 and 2000 um, Ys Warns=2, first-pass GRT wire length=roughly 3400 um, CTS clk-pin slew, worst paths=40 ps, worst-path maximum fanout=5, Power Density=~300 nW/um^2, final-report max-slew violation count=0, cycle use final=79.75%, maximum clock rate=0.4823 GHz, Die Footprint=between 8000 and 9000 um^2, # Cells Yosys=between 80 and 90, Placer Congestion=0.7981, minimum clock period=around 2100 ps, kind of critical path=in -> reg, VDD IR max=about 110 uV, status=finished, final reports clean, Clock Skew=approximately 5.4 ps, Horiz. Die Dim=a little over 90 um, Final Hold Slack=447.2 ps, final setup fails=0, die height=91 um, CP arrival=1990 ps, Critical path buffers and inverters=1, TritonCTS clock tree=yes, post_cts resized=0, maximum number of pins on one net before global-route repair=16, DRC=0, Yosys top cell area share=about 29%, CP delay by family, top=simple AND/OR/NAND/NOR gates, RSZ-0062 raised after global routing=no, synthesized area=between 700 and 800 um^2, GRT Util Overall=under 10%, Yosys cell types=30, CP Launch Type=input pin, Top Ports=33, CP cell instances=clkdlybuf4s50_1 > or3b_4 > nor4_2 > a21oi_1 > nor2_1, CP max stage delay=530 ps, worst hold start=state[3], hold path depth=2, R2R cell count=5, HP Class=reg -> reg, post-CTS setup buffers=0, tool warnings=25, routed via count=643, Via density=around 3.5, Final Hold Viols=0, n_diodes=0, H-tree depth=1, grt ovf=0, input/output buffers=27, WL per Instance=~11 um, gate count after technology mapping=between 80 and 90, Stages on worst setup path=5, number of fill cells in the layout=between 500 and 600, CTS buffer count=3, Critical Path Slowest Stage Cell=clkdlybuf4s50_1, initial antenna violation count=0, Top area cell types=dlxtn_1 29%, dfxtp_1 10%, buf_4 7.7%, edfxtp_1 7.7%, inv_1 4.3%, initial DRC count=between 40 and 50, area of the core region=4817 um^2, dpl hpwl=approximately 1600 um
[layout by cell type, fill, tap and decap left out]
cell             synthesis  layout
clkdlybuf4s50_1          0      27
dlxtn_1                 15      15
inv_1                    9       9
nand2_1                  9       9
nor2_1                   6       6
a21oi_1                  6       6
conb_1                   2       5
dfxtp_1                  4       4
o21ai_0                  3       3
nand2b_1                 3       3
clkbuf_8                 0       3
edfxtp_1                 2       2
nand3_1                  2       2
o31ai_1                  2       2
ha_1                     2       2
buf_4                    8       2
dlxtp_1                  1       1
inv_2                    1       1
or3b_4                   1       1
nor4_2                   1       1
and3_1                   1       1
a2111oi_2                1       1
nor4bb_1                 1       1
and3b_1                  1       1
o41ai_2                  1       1
o311ai_1                 1       1
nor3_1                   1       1
a22oi_1                  1       1
a21o_1                   1       1
nor2b_1                  1       1
nor3b_1                  1       1
clkbuf_1                 1       1
[worst reg2reg max path, stage by stage (launching register included)]
cell and delay, ps:
dfxtp_1 330, buf_4 200, nor4bb_1 410, and3b_1 270
o41ai_2 80, nand2_1 70
[path summary, 6_finish.rpt]
path               to
max             SC[1]
min          state[0]
max reg2reg  state[0]
min reg2reg  state[0]
[final cells by class]
cell class | count | area [um^2] | area share, %
repair buffers | 29 | 285.3 | 24.95
multi-input cells | 51 | 311.5 | 27.24
well taps | 67 | 83.83 | 7.330
clock buffers | 4 | 45.04 | 3.939
inverters | 10 | 37.54 | 3.282
flip-flops and latches | 22 | 380.4 | 33.26
[sequential cells by signal (all words and copies together) (netlist names)]
signal / flops
state: 4
ALU_CONTROL: 3
MUX1_SELECT: 2
MUX4_SELECT: 2
SC: 2
ACC_PS: 1
ACC_RST: 1
ACC_WE: 1
MUX2_SELECT: 1
MUX3_SELECT: 1
Q_PS: 1
Q_WE: 1
R0_WE: 1
RST: 1
[kinds of logic (layout without fill, tap and decap cells)]
family / count (synthesis) / in the layout / share of synthesized area, %
flops: 6 / 6 / 17.92
latches: 16 / 16 / 30.72
buf+inv: 19 / 43 / 12.96
simple gates: 28 / 28 / 19.52
compound gates: 16 / 16 / 14.72
other cells: 2 / 5 / 0.9604
fa+ha+maj: 2 / 2 / 3.199
[stage by stage]
step	worst slack [ps]	power, mW	instances	area [um^2]	util [%]
3_5_place_dp	322.9	0.1973	179	1099	22.81
4_1_cts	525.2	0.3462	183	1144	23.74
5_1_grt	394.0	0.3632	183	1144	23.74
3_3_place_gp	345.3	0.1978	179	1099	22.81
2_1_floorplan	959.3	0.1523	92	793.3	-
6_report	526.6	0.3414	183	1144	23.74
[cells in the mapped netlist]
cell type,n
dlxtn_1,15
and3b_1,1
nor3_1,1
nor4bb_1,1
edfxtp_1,2
dfxtp_1,4
nor3b_1,1
a2111oi_2,1
ha_1,2
inv_1,9
conb_1,2
inv_2,1
nor4_2,1
nor2b_1,1
o31ai_1,2
dlxtp_1,1
and3_1,1
or3b_4,1
buf_4,8
o21ai_0,3
o41ai_2,1
nand2b_1,3
nor2_1,6
nand2_1,9
o311ai_1,1
nand3_1,2
a21oi_1,6
a21o_1,1
clkbuf_1,1
a22oi_1,1
[routing by layer]
metal	up-vias	global-route usage, %	wire (um)	share of wire, %
met5	-	0	0	0
met4	0	0.6527	24	1.2
met3	4	2.158	184	9.2
met2	22	7.279	854	43
met1	277	6.389	929	47
li1	340	-	-	-
[power by group]
group          leakage (nW)  switching [mW]  internal, mW  total [mW]
Clock                0.0228          0.0415         0.106       0.147
Sequential            0.177         0.00344         0.117       0.121
Combinational         0.291          0.0301        0.0434      0.0735
Total                 0.491          0.0750         0.266       0.341
Power and IR drop assume default switching activity.
