[./design.v]
module alu #(parameter W=4) (A,B,C,CONTROL,CO,OVF,N,Z);
	input [W-1:0] A,B;
	reg [W-1:0] B_temp,A_temp;
	input [2:0] CONTROL;
	output reg CO,OVF,N,Z;
	output reg [W-1:0] C;
	always@* 
	begin 
	if ( CONTROL == 3'b000)
	begin
		{CO,C} = A + B;  
		N = C[W-1];  
		Z = ( C == 0);  
		if ( (A[W-1] == B[W-1] ) && (A[W-1] != C[W-1] ))  
			OVF = 1;  
		else 
			OVF = 0;  
	end
	else if ( CONTROL == 3'b001)
	begin
		B_temp = ~B;
		{CO,C} = A + B_temp + 1'b1;  
		N = C[W-1];  
		Z = ( C == 0);  
		if ( (A[W-1] != B[W-1] ) && (A[W-1] != C[W-1] ))  
			OVF = 1;
		else 
			OVF = 0; 
	end
	else if ( CONTROL == 3'b010)
	begin
		A_temp = ~A;
		{CO,C} = B + A_temp + 1'b1;  
		N = C[W-1];  
		Z = ( C == 0);  
		if ( (A[W-1] != B[W-1] ) && (B[W-1] != C[W-1] ))  
			OVF = 1; 
		else 
			OVF = 0;
	end
	else if ( CONTROL == 3'b011)
	begin
		C = (~A) & (B);     
		N = C[W-1];  
		Z = ( C == 0);  
		CO = 0;  
		OVF = 0;  
	end
	else if ( CONTROL == 3'b100)
	begin
		C = A & B; 			 
		N = C[W-1];  
		Z = ( C == 0);  
		CO = 0;  
		OVF = 0;  
	end
	else if ( CONTROL == 3'b101)
	begin
		C = A | B;			 
		N = C[W-1];  
		Z = ( C == 0);  
		CO = 0;  
		OVF = 0;  
	end
	else if ( CONTROL == 3'b110)
	begin
		C = A ^ B; 			 
		N = C[W-1];  
		Z = ( C == 0);  
		CO = 0;  
		OVF = 0;  
	end
	else if ( CONTROL == 3'b111)
	begin
		C = ~(A^B);			 
		N = C[W-1];  
		Z = ( C == 0);  
		CO = 0;  
		OVF = 0;  
	end
	end
endmodule
[./run.sh]
#!/bin/bash
# OpenROAD 26Q1-2900-gdf79404cd8, Yosys 0.63+post, stock flow scripts
make -C /OpenROAD-flow-scripts/flow DESIGN_CONFIG=/design/flow/config.mk WORK_HOME=/design/flow/orfs finish
[./config.mk]
export PLATFORM = sky130hd
export DESIGN_NAME = alu
export DESIGN_NICKNAME = alu
export VERILOG_FILES = /design/flow/design.v
export SDC_FILE = /design/flow/constraint.sdc
export NUM_CORES = 4
export LEC_CHECK = 1
export CORE_AREA = 10 10 99 99
export DIE_AREA = 0 0 109 109
[./constraint.sdc]
current_design alu

set clk_period 3.2
set clk_io_pct 0.2

create_clock -name clk0 -period $clk_period

set non_clock_inputs [all_inputs -no_clocks]
set_input_delay [expr $clk_period * $clk_io_pct] -clock clk0 $non_clock_inputs
set_output_delay [expr $clk_period * $clk_io_pct] -clock clk0 [all_outputs]
==> deck_impl_summary.md <==
Key Metrics from the Run

Run status
  – Status: complete, but fails checks
  – Violated checks: negative setup slack

Timing
  – PnR worst setup slack: -0.180 ns
  – RSZ-0062 raised after global routing: yes
  – Final Hold Viols: 0
  – Fmax: just under 300 MHz
  – Register pins left without a clock: 7
  – Max_slew headroom: 59.3%
  – Tmin final: 3.38 ns
  – Setup Viol. Count Final: 2
  – Number of unconstrained endpoints: 7
  – Post-layout period usage: 106%
  – Fin. max-slew vios: 0
  – Worst Max-Slew Pin Slew: 0.611 ns

Die
  – Num rows: 32
  – Total core area: 7730 um2
  – Initial Util: 14.4%
  – I/O pins: 19
  – Die X: 109 um
  – Die Span Y: 109 um
  – Die ar.: ~12000 um2

Route
  – # DRC: 0
  – Number of routed nets with antenna violations: 0
  – Via count: 1042
  – DR pass1 iterations: 4
  – DRT iter0 DRCs: between 70 and 80
  – # diodes: 0
  – Wirelength per Cell: 11.3 um
  – Routed wire length: 2.98 mm
  – Vias/cell: just under 4

Place
  – Gpl congestion: 0.890
  – Area after DPL: 1410 um2
  – PortBufs: 19
  – Post-DP HPWL: 2.38 mm

Synth
  – Yosys synthesis chip area: 1110 um2
  – Top cells by area: ha_1 (18%), dlxtn_1 (9.4%), xnor2_1 (7.9%), fa_1 (5.4%), mux2i_1 (5.4%)
  – Post-synth ARST share: 0%
  – Post-synth EDFFs: 0
  – Dominant comb cell: adder cells
  – Ys flops: 7
  – YS warnings: 1
  – Commonest register cell after synthesis: dlxtn_1
  – Post-Syn Instances: between 100 and 150
  – Syn_area_per_cell: a little under 8 um2
  – Adders+Majority by Area: about a quarter
  – Synth mux share: 7.74%
  – XORs/XNORs by Area: 7.86%
  – Cell variety after synth: 43
  – Largest area contributor in the netlist: ha_1
  – Top cell area share: roughly 18%
  – Basic Gates by Area: roughly 18%
  – Synthesized area: 1110 um2
  – Post-synthesis compound-gate area fraction: 22.8%
  – Yosys cell count: 145

Cells and area
  – Layout cells sized above 1: 32.7%
  – Top cells excl fill/tap: nand2_1 (10), xnor2_1 (9), a21oi_1 (9)
  – Dominant logic cell type in the layout: nand2_1
  – Cell area after layout: 1510 um2
  – Area delta synth->final: 35.6%

Critical path
  – CP max FO: 11
  – Worst Path Required: 2.56 ns
  – Startpoint types: input port
  – Crit path launch: B[2]
  – Setup crit end: N
  – Critical Path AT: 2.74 ns
  – Worst setup EP type: primary output
  – Critical path class: in2out

GRT
  – Largest net degree at the start of global routing: 25
  – First-pass GRT wire length: 4.92 mm
  – Number of global-route vias before repair: 968
  – Initial antenna violation count: 0
  – All-Layer GR Usage: 4.94%
  – Global route overflow: 0

Pwr
  – Power density over the cells: 152 nW/um2
  – Seq pwr share: 5.4%
  – Worst VDD drop: around 0.033 mV
  – Sw Share: 50.0%
  – Cell-internal power: between 0.1 and 0.15 mW
  – Leakage dissipation: 0.602 nW
  – Switching pwr: approximately 0.12 mW
  – Clock power frac: 0%
  – Combinational share of power: about 95%

Job
  – Stage-log warning count: 46
  – Max Cap Viol: 0

Clocking
  – Hold_buf cts: 0
final cells by class:
type	instances	area, um2
Tap cell	102	128
Fill cell	845	6220
Sequential cell	7	108
Timing Repair Buffer	19	150
Inverter	15	75.1
Multi-Input combinational cell	121	1050
worst max-delay path, cell delays in order:
cell and delay, ns:
buf_8 0.08, inv_4 0.03, ha_4 0.36, clkinvlp_4 0.19, a21oi_4 0.23, mux2_4 0.32, o311a_1 0.32, o21ai_1 0.13
dlxtn_2 0.36, buf_2 0.08
flip-flops by register name, summed over array words and instances (netlist names):
name	cells
CO	1
C	4
Z	1
OVF	1
Yosys cell counts, types with 2 or more instances:
cell type  count
dlxtn_1        7
a21oi_2        2
o21bai_1       2
fa_1           3
inv_1         15
a31oi_1        2
nand2b_1       4
nor3_1         3
nor2_1         7
nor4_1         2
buf_2          4
mux2i_1        6
nand2_1       10
ha_1          16
o21ai_0        6
nand4_1        3
a21oi_1       11
buf_4          3
o22ai_1        3
and3_1         3
nor2b_1        2
xnor2_1       10
metrics by stage:
| step | util [%] | setup slack, ns | power [mW] | setup TNS (ns) | instances |
|---|---|---|---|---|---|
| 2_1_floorplan | - | 0.0417 | 0.148 | 0 | 151 |
| 3_3_place_gp | 18.2 | -1.24 | 0.203 | -7.49 | 265 |
| 3_5_place_dp | 18.2 | -1.26 | 0.204 | -7.63 | 265 |
| 4_1_cts | 19.8 | -0.265 | 0.231 | -0.530 | 265 |
| 5_1_grt | 19.6 | -0.267 | 0.253 | -0.684 | 264 |
| 6_report | 19.6 | -0.180 | 0.230 | -0.359 | 264 |
metal layers:
layer	track usage, %	up-vias	wire length, um
met5	0	-	0
met3	0.418	0	146
met2	8.44	21	1430
met4	0	0	0
li1	-	532	-
met1	7.04	489	1410
cell families (layout without fill, tap and decap cells):
logic type,count (synthesis),in the layout
XOR/XNOR,10,10
other,1,7
adder cells (fa/ha/maj),20,20
AND/OR/NAND/NOR,38,38
multiplexers,8,8
buffers and inverters,23,34
AND-OR/OR-AND,38,38
latches,7,7
power by group through the flow:
| stage | Sequential [mW] | Clock (mW) | Combinational (mW) |
|---|---|---|---|
| finish | 0.0124 | 0 | 0.218 |
| global route | 0.0130 | 0 | 0.240 |
| CTS | 0.0124 | 0 | 0.218 |
what timing repair did:
| action | CTS | global route |
|---|---|---|
| gates resized | 117 | 7 |
| setup buffers | 1 | 0 |
| pin swaps | 22 | 13 |
| gates cloned | 0 | 0 |
| endpoints found under the setup margin | 8 | 7 |
| endpoints found under the hold margin | 0 | 0 |
No activity file was given, so power comes from the tool's default toggle rates.
